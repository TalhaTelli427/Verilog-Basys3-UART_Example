File: design/flow/config.mk
export PLATFORM = sky130hd
export DESIGN_NAME = uart
export DESIGN_NICKNAME = uart
export VERILOG_FILES = /design/flow/design.v
export SDC_FILE = /design/flow/constraint.sdc
export NUM_CORES = 4
export LEC_CHECK = 1
export CORE_UTILIZATION = 40
File: design/flow/constraint.sdc
current_design uart

set clk_period 8.4
set clk_io_pct 0.2

create_clock -name clk0 -period $clk_period [get_ports {clk}]

set non_clock_inputs [all_inputs -no_clocks]
set_input_delay [expr $clk_period * $clk_io_pct] -clock clk0 $non_clock_inputs
set_output_delay [expr $clk_period * $clk_io_pct] -clock clk0 [all_outputs]
File: design/flow/run.sh
#!/bin/bash
# OpenROAD 26Q1-2900-gdf79404cd8, Yosys 0.63+post, stock flow scripts
make -C /OpenROAD-flow-scripts/flow DESIGN_CONFIG=/design/flow/config.mk WORK_HOME=/design/flow/orfs finish
File: design/flow/design.v
module uart #(
    parameter wait_clk_time=10417
) (
    input Button,
    input clk,
    input i_rx,
    input i_Byte_Size,
    output reg [7:0] o_reg,
    output o_Tx,
    output reg [7:0]o_cathode,
    output reg [3:0] o_seg_select
);
localparam HALF_DELAY_WAIT = (wait_clk_time / 2);
localparam IDLE_T = 5'b00001;
localparam START_T = 5'b00010;
localparam Data_T = 5'b01000;
localparam Stop_T = 5'b10000;
localparam Tx_Debounce = 5'b00100;
localparam IDLE            = 5'b00001;
localparam START           = 5'b00010;
localparam GET_BIT         = 5'b00100;
localparam WAIT_NEXT_BIT   = 5'b01000;
localparam STOP            = 5'b10000;
reg rx_buffer = 1'b1;
reg rx        = 1'b1;
reg B_size = 0 ;
reg [4:0] state = IDLE;
reg [15:0] counter = 0;
reg Data_Avail = 0;
reg [7:0] Rx_byte;
reg [3:0] bit_index = 0;
reg Rx_byte_cnt=0;
reg [3:0] Seg_1=0;
reg [3:0] Seg_2=0;
reg [3:0] Seg_3=0;
reg [3:0] Seg_4=0;
reg[24:0] Seg_Clk=0;
reg [3:0] Reg__select=0;
reg D_ready=0;
reg [4:0] Tx_State = IDLE_T;
reg [7:0] Tx_Data_Buffer[5:0];
reg [32:0] clk_counter = 0;
reg Tx = 1;
reg [2:0] Bit_counter = 0;
reg O_Data_t = 0;
reg [2:0] byte_counter = 0;
reg [7:0] Data_two[1:0];
reg [4:0]i_digit=0;
initial begin
    Tx_Data_Buffer[0] = "D";
    Tx_Data_Buffer[1] = "A";
    Tx_Data_Buffer[2] = "L";
    Tx_Data_Buffer[3] = "H";
    Tx_Data_Buffer[4] = "A";
    Tx_Data_Buffer[5] = "\n";
end
always @(posedge clk) begin
    rx_buffer <= i_rx;
    rx <= rx_buffer;
end
always @(posedge clk) begin
    case (state)
        IDLE: begin
            if (rx == 0) begin
                state <= START;
                counter <= 1;
                Data_Avail <= 0;
                bit_index <= 0;
            end
        end
        START: begin
            if (counter == HALF_DELAY_WAIT ) begin
                if (rx == 0) begin
                    state <= GET_BIT;
                    counter <= 1;
                end else begin
                    state <= IDLE;
                end
            end else begin
                counter <= counter + 1;
            end
        end
        WAIT_NEXT_BIT: begin
            if (counter < wait_clk_time ) begin
                counter <= counter + 1;
            end else begin
                counter <= 1;
                state <= GET_BIT;
            end
        end
        GET_BIT: begin
            Rx_byte <= {rx, Rx_byte[7:1]};
            bit_index <= bit_index + 1;
            if (bit_index > 7) begin
                state <= STOP;
                bit_index<=0;
            end else begin
                state <= WAIT_NEXT_BIT;
            end
        end
        STOP: begin
            if (counter < wait_clk_time ) begin
                counter <= counter + 1;
            end else begin
                Data_Avail <= 1;
                state <= IDLE;
                counter <= 0;
            end
        end
        default:
            state<=IDLE;
    endcase
end
always @(posedge clk) begin
    if (Data_Avail) begin
        Rx_byte_cnt<=Rx_byte_cnt+1;
        if(Rx_byte_cnt>1)begin
        Rx_byte_cnt=0;
        end
        o_reg <= Rx_byte;
        Seg_1<= Rx_byte % 16;
        Seg_2<= ((Rx_byte/16)%16);
        Seg_3<= ((Rx_byte/256)%16);
        Seg_4<= ((Rx_byte/4096)%16);  
    end
if(Reg__select==0)begin
o_seg_select[0]<=0;
i_digit<=Seg_1;
if(Seg_Clk==99999) begin
    Reg__select<=Reg__select+1;
    Seg_Clk<=0;
    o_seg_select[0]<=1;
end else begin
    Seg_Clk<=Seg_Clk+1;
end
end 
 if(Reg__select==1)begin
    o_seg_select[1]<=0;
    i_digit<=Seg_2;
if(Seg_Clk==99999) begin
    Reg__select<=Reg__select+1;
    Seg_Clk<=0;
    o_seg_select[1]<=1;
end else begin
    Seg_Clk<=Seg_Clk+1;
end
end
 if(Reg__select==2)begin
    o_seg_select[2]<=0;
    i_digit<=Seg_3;
if(Seg_Clk==99999) begin
    Reg__select<=Reg__select+1;
    Seg_Clk<=0;
    o_seg_select[2]<=1;
end else begin
    Seg_Clk<=Seg_Clk+1;
end
end
 if(Reg__select==3)begin
    o_seg_select[3]<=0;
    i_digit<=Seg_4;
if(Seg_Clk==99999) begin
    Reg__select<=0;
    Seg_Clk<=0;
    o_seg_select[3]<=1;
end else begin
    Seg_Clk<=Seg_Clk+1;
end
end
end
always@(*)begin
    case (i_digit)
        4'd0: o_cathode = 8'b11000000;  
        4'd1: o_cathode = 8'b11111001;  
        4'd2: o_cathode = 8'b10100100;  
        4'd3: o_cathode = 8'b10110000;  
        4'd4: o_cathode = 8'b10011001;  
        4'd5: o_cathode = 8'b10010010;  
        4'd6: o_cathode = 8'b10000010;  
        4'd7: o_cathode = 8'b11111000;  
        4'd8: o_cathode = 8'b10000000;  
        4'd9: o_cathode = 8'b10010000;  
        4'd10: o_cathode = 8'b10001000;  
        4'd11: o_cathode = 8'b10000011;  
        4'd12: o_cathode = 8'b11000110;  
        4'd13: o_cathode = 8'b10100001;  
        4'd14: o_cathode = 8'b10000110;  
        4'd15: o_cathode = 8'b10001110;  
        endcase
        end
always @(posedge clk) begin
    if(i_Byte_Size==1 && Data_Avail)begin 
end
end
always @(posedge clk) begin
    case (Tx_State)
        IDLE_T: begin
            if (Button == 1) begin
                clk_counter = 0;
                Bit_counter = 0;
                byte_counter = 0; 
                Tx_State <= START_T;
            end else begin
                Tx <= 1;
            end
        end
        START_T: begin
            Tx <= 0;
            if (clk_counter == wait_clk_time - 1) begin
                Tx_State <= Data_T;
                clk_counter = 0;
                Bit_counter = 0;
            end else begin
                clk_counter = clk_counter + 1;
            end
        end
        Data_T: begin
            Tx <= Tx_Data_Buffer[byte_counter][Bit_counter];
            if (clk_counter == wait_clk_time - 1) begin
                clk_counter <= 0;
                if (Bit_counter == 3'b111) begin
                    Tx_State <= Stop_T;
                end else begin
                    Bit_counter <= Bit_counter + 1;
                    Tx_State <= Data_T;
                end
            end else begin
                clk_counter <= clk_counter + 1;
            end
        end
        Stop_T: begin
            Tx <= 1;
            if (clk_counter == wait_clk_time - 1) begin
                clk_counter <= 0;
                O_Data_t <= 1;
                if (O_Data_t) begin
                    if (byte_counter == 3'd5) begin
                        byte_counter <= 0;
                        Tx_State <= Tx_Debounce;
                    end else begin
                        byte_counter <= byte_counter + 1; 
                        Tx_State <= START_T;
                    end
                end
            end else begin
                clk_counter <= clk_counter + 1;
            end
        end
        Tx_Debounce: begin
            if (clk_counter == 16777215) begin
                if (Button == 0) begin
                    Tx_State <= IDLE_T;
                    clk_counter <= 0;
                end
            end else begin
                clk_counter <= clk_counter + 1;
            end
        end
    endcase
end
assign o_Tx = Tx;
endmodule
==> notes.md <==
## Run status
* **outcome** finished, final reports clean

## Logic synthesis
* **warning count from the yosys run** 1
* **number of cells in Yosys stat** 668
* **chip area estimate from yosys synthesis** 7260 sq um
* **Async SR Flop Fraction** 0%
* **Post-Synthesis Cell Area** 7260 sq um
* **Gate Count Post-Synth** 668
* **dominant cell type by area after synthesis** sky130_fd_sc_hd__edfxtp_1
* **synthesized area per cell** 10.9 sq um
* **Dominant flop cell** sky130_fd_sc_hd__edfxtp_1
* **cells taking the most area after synthesis** sky130_fd_sc_hd__edfxtp_1 (53%), sky130_fd_sc_hd__nor2_1 (4.7%), sky130_fd_sc_hd__xor2_1 (4.3%)
* **post-synth cell types** 59
* **share of Yosys cell area claimed by the top area cell type** 53.4%
* **flop and latch count out of synthesis** 142
* **post-synth tally of flip-flops with integrated enable** 129

## Placed design
* **placed insts** 910
* **area after detailed placement** 7770 sq um
* **worst-case setup slack after placement** 4.80 ns
* **buffers added on ports** 22
* **final RePlAce weighted congestion** 0.876
* **DP Wirelength** 8360 microns

## GRT
* **initial antenna violation count** 0
* **global-route total usage across every layer** 15.0%
* **via count of the first global-routing pass** 4,642
* **total gr overflow** 0
* **global-route wire length before repair** 21,500 microns
* **largest net degree at the start of global routing** 34

## Worst hold path
* **type of the most critical hold path** reg2reg

## Clock tree
* **total CTS buffers** 17
* **CTS tree** done
* **Clock Path Buffers** 2
* **count of hold buffers inserted by post-cts repair** 0
* **number of post-CTS setup repair buffers** 0
* **CTS root buf** sky130_fd_sc_hd__clkbuf_16
* **clock latency of the later-clocked register in the worst-skew pair** 0.41 ns
* **CTS H-Tree Depth** 4
* **Clock transition at path regs** 0.06 ns
* **# resized after CTS** 0

## Flow run
* **tally of max-capacitance violations** 0
* **tally of OpenROAD warnings** 34

## Detailed routing
* **number of vias after detailed routing** 4,938
* **number of nets still failing antenna checks after routing** 0
* **via/cell ratio** 5.25
* **DRC violations left** 0
* **routed len/inst** 13.2 microns
* **starting DRC count in detailed routing** 315
* **DRT Wirelength** 12,500 microns
* **number of inserted diodes** 0
* **TritonRoute pass-1 iters** 4

## Floorplan
* **number of core rows** 48
* **DIE WIDTH** 137 microns
* **# IOs** 25
* **height of the die** 137 microns
* **Core ar.** 17,500 sq um
* **fp_density** 41.5%
* **chip area** 18,700 sq um

## Finish
* **proportion of layout cells with a drive suffix above 1** 6.84%
* **largest registers ranked by flip-flop count** clk_counter x33, Seg_Clk x25, counter x16
* **Multi-input gate area** 2990 sq um
* **final design utilization** 47.8%
* **growth of design area from synthesis to finish** 15.1%
* **fillcell total** 1,485
* **Top reg by flops** clk_counter
* **sequential cell area** 4100 sq um
* **non-filler cells, final** 941
* **Post-Layout Inst Area** 8350 sq um
* **max FFs per register** 33

## Worst setup path
* **maximum fanout along the worst path** 13
* **type of the worst setup path** reg2out
* **critical path startpoint category** flop
* **WP data required** 6.72 ns
* **critical path data arrival time** 2.34 ns
* **category of the worst setup path capture point** output port

## STA
* **min setup slack post-route** 4.38 ns
* **max-slew headroom at the worst pin** 41.2%
* **accumulated negative setup slack** 0 ns
* **post-route minimum period** 4.02 ns
* **setup repair after global routing missed its margin** false
* **ratio of final minimum period to clock period** 47.9%
* **maximum clock rate** 0.249 GHz
* **final count of negative-setup-slack endpoints** 0
* **endpoints failing hold** 0
* **endpoints left unconstrained** 7
* **register pins left without a clock** 7
* **Pins Over Slew Limit** 0
* **Worst Max-Slew Pin Slew** 0.874 ns
* **Worst Clk Skew** 0.00675 ns

## Power and ir drop
* **Pwr Density** 232 nW/um^2
* **leakage power** 2.99 nW
* **maximum ir drop on the vdd rail** 0.000215 V

-- synthesized netlist by cell type, drive strengths merged (5+ instances only) --
cell / number
o21ai: 24
nor2b: 9
inv: 26
a211oi: 5
buf: 5
xnor2: 22
nor4: 11
nor2: 91
nand2: 58
a21oi: 10
or2: 5
o22ai: 7
nand3: 40
and3: 15
xor2: 36
o211ai: 15
mux2i: 6
edfxtp: 129
ha: 17
dfxtp: 6
nand2b: 7
and2: 6
and4: 8
dlxtn: 7
nand4: 21
nor3: 11
clkbuf: 17
-- path summary, 6_finish.rpt --
path              cells after the start  slack, ns             end       startpoint
hold / removal                        0       0.33              rx        rx_buffer
setup reg to reg                      6       5.52  clk_counter[7]  clk_counter[12]
hold reg to reg                       0       0.33              rx        rx_buffer
setup / recovery                      5       4.38    o_cathode[5]       i_digit[1]
-- through the flow --
| stage | hold WS, ns | total power (W) |
|---|---|---|
| floorplan | 0.310 | 0.00113 |
| global placement | 0.313 | 0.00120 |
| detailed placement | 0.320 | 0.00121 |
| CTS | 0.337 | 0.00195 |
| global route | 0.346 | 0.00203 |
| finish | 0.333 | 0.00194 |
-- power breakdown --
| part | switching, W | total, W | internal (W) |
|---|---|---|---|
| Sequential | 0.000106 | 0.000959 | 0.000853 |
| Combinational | 0.000144 | 0.000244 | 0.0000999 |
| Clock | 0.000270 | 0.000733 | 0.000463 |
-- final cells by class --
cell class                      count  share of cell area (%)
Inverter                           26                    1.17
Tap cell                          225                    3.37
Timing Repair Buffer               32                    3.54
Clock inverter                     13                    1.87
Multi-Input combinational cell    485                    35.8
Clock buffer                       18                    5.14
Sequential cell                   142                    49.1
-- worst max-delay path: stages (launching register included) --
cell,delay [ns]
sky130_fd_sc_hd__edfxtp_1,0.55
sky130_fd_sc_hd__inv_1,0.10
sky130_fd_sc_hd__maj3_1,0.33
sky130_fd_sc_hd__o32ai_1,0.13
sky130_fd_sc_hd__dlxtn_1,0.36
sky130_fd_sc_hd__clkdlybuf4s50_1,0.45
-- cells in the final DEF, fill, tap and decap left out, types with 4 or more instances in the layout --
cell	netlist	layout
sky130_fd_sc_hd__nand3_1	40	40
sky130_fd_sc_hd__and3_1	15	15
sky130_fd_sc_hd__a21oi_1	10	10
sky130_fd_sc_hd__xnor2_1	22	22
sky130_fd_sc_hd__edfxtp_1	129	129
sky130_fd_sc_hd__nand2b_1	7	7
sky130_fd_sc_hd__clkdlybuf4s50_1	0	22
sky130_fd_sc_hd__nor2b_1	9	9
sky130_fd_sc_hd__conb_1	2	9
sky130_fd_sc_hd__or2_2	5	5
sky130_fd_sc_hd__o22ai_1	7	7
sky130_fd_sc_hd__inv_1	26	26
sky130_fd_sc_hd__nor4b_1	4	4
sky130_fd_sc_hd__and2_1	6	6
sky130_fd_sc_hd__buf_4	4	10
sky130_fd_sc_hd__ha_1	17	17
sky130_fd_sc_hd__dfxtp_1	6	6
sky130_fd_sc_hd__and4_1	8	8
sky130_fd_sc_hd__dlxtn_1	7	7
sky130_fd_sc_hd__mux2i_1	6	6
sky130_fd_sc_hd__nand3b_1	4	4
sky130_fd_sc_hd__nor3_1	11	11
sky130_fd_sc_hd__a211oi_1	5	5
sky130_fd_sc_hd__nand2_1	58	58
sky130_fd_sc_hd__nor2_1	91	91
sky130_fd_sc_hd__o21ai_0	24	24
sky130_fd_sc_hd__o211ai_1	15	15
sky130_fd_sc_hd__clkbuf_16	0	17
sky130_fd_sc_hd__or4_1	4	4
sky130_fd_sc_hd__nor4_1	9	8
sky130_fd_sc_hd__xor2_1	36	36
sky130_fd_sc_hd__nand4_1	21	21
-- metal layers --
| metal | vias to the layer above | share of wire [%] | track usage (%) |
|---|---|---|---|
| met5 | - | 0 | 0 |
| met4 | 0 | 1.2 | 1.85 |
| met1 | 2301 | 50 | 25.0 |
| met2 | 105 | 44 | 21.4 |
| li1 | 2518 | - | - |
| met3 | 14 | 5.6 | 4.42 |
-- kinds of logic after synthesis --
kind of cell | synth area share, %
and+or+nand+nor | 22.1
DFF | 55.0
AOI/OAI and AO/OA | 7.74
xor gates and xnor gates | 7.00
buffers and inverters | 2.71
adders and majority gates | 3.07
latches | 1.45
muxes | 0.828
other | 0.103
Power figures rest on the tool's default switching activity, not on a simulated workload.
